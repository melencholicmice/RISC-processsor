**flow/config.mk**
```make
export PLATFORM = sky130hd
export DESIGN_NAME = Control_Unit_Top
export DESIGN_NICKNAME = Control_Unit_Top
export VERILOG_FILES = /design/flow/design.v
export SDC_FILE = /design/flow/constraint.sdc
export NUM_CORES = 4
export LEC_CHECK = 1
export CORE_AREA = 10 10 70 70
export DIE_AREA = 0 0 80 80
```
**flow/design.v**
```verilog
module Main_Decoder(
    input [6:0] Op,           
    output RegWrite,          
    output [1:0] ImmSrc,      
    output ALUSrc,            
    output MemWrite,          
    output ResultSrc,         
    output Branch,            
    output [1:0] ALUOp        
);
    assign RegWrite = (Op == 7'b0000011 | Op == 7'b0110011) ? 1'b1 : 1'b0;
    assign ImmSrc = (Op == 7'b0100011) ? 2'b01 :
                    (Op == 7'b1100011) ? 2'b10 :
                                         2'b00 ;
    assign ALUSrc = (Op == 7'b0000011 | Op == 7'b0100011) ? 1'b1 : 1'b0;
    assign MemWrite = (Op == 7'b0100011) ? 1'b1 : 1'b0;
    assign ResultSrc = (Op == 7'b0000011) ? 1'b1 : 1'b0;
    assign Branch = (Op == 7'b1100011) ? 1'b1 : 1'b0;
    assign ALUOp = (Op == 7'b0110011) ? 2'b10 :
                   (Op == 7'b1100011) ? 2'b01 :
                                        2'b00 ;
endmodule
`timescale 1ns / 1ps
module ALU_Decoder(
    input [1:0] ALUOp,        
    input [2:0] funct3,       
    input [6:0] funct7, op,   
    output reg [2:0] ALUControl   
);
    always @* begin
        case (ALUOp)
            2'b00: begin  
                case (funct3)
                    3'b000: ALUControl = (({op[5], funct7[5]} == 2'b11) ? 3'b001 : 3'b000);
                    3'b010: ALUControl = 3'b101;
                    3'b110: ALUControl = 3'b011;
                    3'b111: ALUControl = 3'b010;
                    default: ALUControl = 3'b000;
                endcase
            end
            2'b01: ALUControl = 3'b001;  
            2'b10: begin  
                case (funct3)
                    3'b000: ALUControl = (({op[5], funct7[5]} == 2'b11) ? 3'b001 : 3'b000);
                    3'b010: ALUControl = 3'b101;
                    3'b110: ALUControl = 3'b011;
                    3'b111: ALUControl = 3'b010;
                    default: ALUControl = 3'b000;
                endcase
            end
            default: ALUControl = 3'b000;  
        endcase
    end
endmodule
module Control_Unit_Top(
    input [6:0] Op,          
    input [2:0] funct3,      
    input [6:0] funct7,      
    output RegWrite,         
    output [1:0] ImmSrc,     
    output ALUSrc,           
    output MemWrite,         
    output ResultSrc,        
    output Branch,           
    output [2:0] ALUControl  
);
    wire [1:0] ALUOp;
    Main_Decoder Main_Decoder_inst(
        .Op(Op),
        .RegWrite(RegWrite),
        .ImmSrc(ImmSrc),
        .MemWrite(MemWrite),
        .ResultSrc(ResultSrc),
        .Branch(Branch),
        .ALUSrc(ALUSrc),
        .ALUOp(ALUOp)
    );
    ALU_Decoder ALU_Decoder_inst(
        .ALUOp(ALUOp),
        .funct3(funct3),
        .funct7(funct7),
        .op(Op),
        .ALUControl(ALUControl)
    );
endmodule
```
**flow/constraint.sdc**
```tcl
current_design Control_Unit_Top

set clk_period 1.4
set clk_io_pct 0.2

create_clock -name clk0 -period $clk_period

set non_clock_inputs [all_inputs -no_clocks]
set_input_delay [expr $clk_period * $clk_io_pct] -clock clk0 $non_clock_inputs
set_output_delay [expr $clk_period * $clk_io_pct] -clock clk0 [all_outputs]
```
**flow/run.sh**
```bash
#!/bin/bash
# OpenROAD 26Q1-2900-gdf79404cd8, Yosys 0.63+post, stock flow scripts
make -C /OpenROAD-flow-scripts/flow DESIGN_CONFIG=/design/flow/config.mk WORK_HOME=/design/flow/orfs finish
```
==> out/results.tsv <==
stage	metric	value	unit
final_timing	Final setup viols	6	
floorplanning	I/O pin count	27	
critical_path	CP peak stage delay	0.29	ns
final_timing	minimum clock period	1.52	ns
critical_path	CP bufs+invs	3	
pwr	Worst VDD drop	80.6	uV
routing	First-pass DRT Iterations	3	
synthesis	Seq/Total Area, Yosys	0	
final_layout	register area	0	sq um
floorplanning	fp util	0.0410	
final_layout	Design Area, Final	497	sq um
final_layout	clkbuf count	0	
floorplanning	Die ar.	6400	sq um
routing	WL final	852	microns
critical_path	Critical Path AT	1.24	ns
final_timing	final period utilization	1.08	
final_timing	normalized max-slew margin	0.832	
final_timing	worst-margin pin slew	0.251	ns
global_route	vias in the first global route	279	
final_layout	Logic area	185	sq um
placement	IO Port Bufs	21	
final_timing	setup_tns	-0.405	ns
pwr	pwr dens	161	nW/um^2
synthesis	ys cells	16	
final_timing	f_max	659	MHz
critical_path	crit path from	Op[2]	
worst_hold_path	WHS Path Cells	4	
final_layout	share of layout cells above drive strength 1	0.804	
placement	dpl cells	88	
run	maxcap violations	0	
routing	Iteration-0 DRC Markers	1	
synthesis	Synth top area share	0.196	
worst_hold_path	Min-Delay Endpoint	ImmSrc[1]	
pwr	Power, Total	80.0	uW
run_status	status	finished, violations left	
placement	routability cong.	0.793	
pwr	leakage	0.000224	uW
synthesis	Syn Area/Cell	8.76	sq um
routing	vias per cell	2.65	
final_layout	Top cells excl fill/tap	9 x buf_2, 8 x buf_6, 7 x buf_4	
routing	ANT cells	0	
critical_path	WS Path Type	in -> out	
final_layout	Top cell excl fill/tap	buf_2	
final_timing	Hold Vio Cnt, Final	0	
synthesis	Post-Syn Area	140	sq um
final_layout	flop count	0	
critical_path	critical path, cell by cell	buf_6 > nand4bb_4 > nor4b_4 > buf_4 > nor3b_2 > buf_2	
final_layout	filler cell count	402	
synthesis	Netlist cell types	15	
run	tool warnings	40	
final_layout	end-of-flow core utilization	0.145	
global_route	initial antenna violation count	0	
routing	DRC violations left	0	
placement	Cell Area, Placed	445	sq um
synthesis	post-synthesis instance total	16	
critical_path	Largest delay share family, worst path	simple AND/OR/NAND/NOR gates	
critical_path	crit path launch type	input pin	
routing	mean routed wirelength per cell	9.26	microns
critical_path	slowest cell on the critical path	nor4b_4	
run_status	failing checks	setup timing	
global_route	first-pass GRT wire length	1350	microns
global_route	largest net degree at the start of global routing	6	
final_timing	RSZ-0062 raised after global routing	true	
placement	DP Wirelength	708	microns
synthesis	yosys synthesis warning count	1	
synthesis	yosys synthesis chip area	140	sq um
final_timing	final worst setup slack	-0.118	ns
worst_hold_path	hold path startpoint	Op[6]	
global_route	total track usage	0.0254	
critical_path	CP Capture Type	output pin	
floorplanning	die x size	80	microns
final_timing	Final Slew Violations	0	
floorplanning	site row count	21	
final_layout	final instance count without filler cells	92	
critical_path	crit-path max FO	4	
global_route	grt total ovfl	0	
critical_path	WP data required	1.12	ns
routing	antenna-violating nets left	0	
synthesis	top cells by area	nand4bb_4 20%, nor4b_4 17%, nor3_1 7.1%, nor4bb_1 7.1%, nor4b_1 6.3%	
final_layout	area growth from synthesis to layout	254	%
routing	via count	244	
floorplanning	core region area	3420	sq um
worst_hold_path	min-delay worst type	in -> out	
floorplanning	Die H	80	microns
synthesis	largest area contributor in the netlist	nand4bb_4	
## where the power goes
part           switching, uW  total [uW]  leakage (uW)  internal [uW]
Sequential                 0           0             0              0
Clock                      0           0             0              0
Combinational           32.4        80.0      0.000224           47.6
## synth_stat cells
cell type	n
nor3b_1	1
nor4bb_1	1
buf_4	1
xor2_1	1
inv_1	1
nor4b_4	1
nand4bb_4	1
nor2b_1	1
nor4b_1	1
or3_1	1
and2_1	1
nor3_1	2
nor4_1	1
nor2_1	1
nand2_1	1
## layout make-up
type | count | area share
well taps | 46 | 0.116
inverters | 1 | 0.00756
multi-input cells | 14 | 0.373
repair buffers | 31 | 0.504
## how the worst max path moves through the flow
| stage | end | slack (ns) | cells after the start |
|---|---|---|---|
| after CTS | ALUControl[2] | -0.17 | 6 |
| after global routing | ALUControl[2] | -0.19 | 6 |
| final | ALUControl[2] | -0.12 | 6 |
## cell families after synthesis
| kind of cell | count (synthesis) | share of synthesized area |
|---|---|---|
| AND/OR/NAND/NOR | 13 | 0.857 |
| buffers and inverters | 2 | 0.0804 |
| XOR/XNOR | 1 | 0.0625 |
## through the flow
stage                     hold slack (ns)  setup slack [ns]
final                               0.926            -0.118
after global routing                0.963            -0.191
after CTS                           0.998            -0.172
after detailed placement             1.48            -0.825
after global placement               1.48            -0.784
after floorplan                     0.574             0.230
## timing repair
item / CTS / global route
hold buffers: 0 / 0
gates resized: 67 / 9
setup buffers: 5 / 1
setup endpoints to repair: 10 / 8
pin swaps: 6 / 4
## metal layers
metal	vias to the layer above	wire length (microns)	GRT usage	part of all wire
li1	122	-	-	-
met1	102	481	0.0396	0.56
met2	20	229	0.0297	0.27
met3	0	140	0.0148	0.16
met4	0	0	0	0
met5	-	0	0	0
Power is estimated from default activity; no workload was simulated.
